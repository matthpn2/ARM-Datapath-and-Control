==> design/flow/design.v <==
module alu( input  logic [31:0] SrcA, SrcB, 	 
			input  logic [3:0]  ALUControl, 	 
			input  logic		carry_in,		 
			input  logic		SHIFTFlag,		 
			output logic [31:0] ALUResult, 		 
			output logic [3:0]  ALUFlags 		 
										);
	logic [31:0] temp_result;
	always_comb
	begin
		ALUFlags = 4'd0; 		 
		ALUResult = 32'd0;		 
		case( ALUControl )
			4'b0000 :  
			begin
				ALUResult = SrcA & SrcB;
				ALUFlags[3] = ALUResult[31];
				ALUFlags[2] = ~|ALUResult;
				ALUFlags[1] = SHIFTFlag;						
				ALUFlags[0] = 1'b0;
			end
			4'b0001 :  
			begin
				ALUResult = SrcA ^ SrcB;
				ALUFlags[3] = ALUResult[31];
				ALUFlags[2] = ~|ALUResult;
				ALUFlags[1] = SHIFTFlag;						
				ALUFlags[0] = 1'b0;			
			end
			4'b0010 :  
			begin
				{ ALUFlags[1],ALUResult } = SrcA - SrcB; 		
				if( SrcA[31] & ~SrcB[31] & ~ALUResult[31] ) begin
					ALUFlags[0] = 1'b1;
				end else if( ~SrcA[31] & SrcB[31] & ALUResult[31] ) begin
					ALUFlags[0] = 1'b1;
				end else begin
					ALUFlags[0] = 1'b0;
				end
				ALUFlags[2] = ~|ALUResult;
				ALUFlags[3] = ALUResult[31];
			end
			4'b0011 :  
			begin	
				{ ALUFlags[1],ALUResult } = SrcB - SrcA; 		
				if( SrcB[31] & ~SrcA[31] & ~ALUResult[31] ) begin		
					ALUFlags[0] = 1'b1;
				end else if( ~SrcB[31] & SrcA[31] & ALUResult[31] ) begin
					ALUFlags[0] = 1'b1;
				end else begin
					ALUFlags[0] = 1'b0;
				end
				ALUFlags[2] = ~|ALUResult;
				ALUFlags[3] = ALUResult[31];			
			end
			4'b0100 :  
			begin
				{ ALUFlags[1],ALUResult } = SrcA + SrcB;
				if( SrcA[31] & SrcB[31] & ~ALUResult[31] ) begin
					ALUFlags[0] = 1'b1;
				end else if( ~SrcA[31] & ~SrcB[31] & ALUResult[31] ) begin
					ALUFlags[0] = 1'b1;
				end else begin
					ALUFlags[0] = 1'b0;
				end
				ALUFlags[2] = ~|ALUResult;
				ALUFlags[3] = ALUResult[31];
			end
			4'b0101 :  
			begin
				{ ALUFlags[1],ALUResult } = SrcA + SrcB + {31'd0,carry_in};
				if( SrcA[31] & SrcB[31] & ~ALUResult[31] ) begin
					ALUFlags[0] = 1'b1;
				end else if( ~SrcA[31] & ~SrcB[31] & ALUResult[31] ) begin
					ALUFlags[0] = 1'b1;
				end else begin
					ALUFlags[0] = 1'b0;
				end
				ALUFlags[2] = ~|ALUResult;
				ALUFlags[3] = ALUResult[31];
			end
			4'b0110 :  
			begin
				{ ALUFlags[1],ALUResult } = SrcA - SrcB - {31'd0,~carry_in};	
				if( SrcA[31] & ~SrcB[31] & ~ALUResult[31] ) begin
					ALUFlags[0] = 1'b1;
				end else if( ~SrcA[31] & SrcB[31] & ALUResult[31] ) begin
					ALUFlags[0] = 1'b1;
				end else begin
					ALUFlags[0] = 1'b0;
				end
				ALUFlags[2] = ~|ALUResult;
				ALUFlags[3] = ALUResult[31];
			end		
			4'b0111 :  
			begin
				{ ALUFlags[1],ALUResult } = SrcB - SrcA - {31'd0,~carry_in};	
				if( SrcB[31] & ~SrcA[31] & ~ALUResult[31] ) begin		
					ALUFlags[0] = 1'b1;
				end else if( ~SrcB[31] & SrcA[31] & ALUResult[31] ) begin
					ALUFlags[0] = 1'b1;
				end else begin
					ALUFlags[0] = 1'b0;
				end
				ALUFlags[2] = ~|ALUResult;
				ALUFlags[3] = ALUResult[31];				
			end
			4'b1000 :  
			begin
				temp_result = SrcA & SrcB;
				ALUFlags[3] = temp_result[31];
				ALUFlags[2] = ~|temp_result;
				ALUFlags[1] = SHIFTFlag;						
				ALUFlags[0] = 1'b0;
			end
			4'b1001 :  
			begin
				temp_result = SrcA ^ SrcB;
				ALUFlags[3] = temp_result[31];
				ALUFlags[2] = ~|temp_result;
				ALUFlags[1] = SHIFTFlag;						
				ALUFlags[0] = 1'b0;			
			end
			4'b1010 :  
			begin
				{ ALUFlags[1],temp_result } = SrcA - SrcB;		
				if( SrcA[31] & ~SrcB[31] & ~temp_result[31] ) begin
					ALUFlags[0] = 1'b1;
				end else if( ~SrcA[31] & SrcB[31] & temp_result[31] ) begin
					ALUFlags[0] = 1'b1;
				end else begin
					ALUFlags[0] = 1'b0;
				end
				ALUFlags[2] = ~|temp_result;
				ALUFlags[3] = temp_result[31];	
			end
			4'b1011 :  
			begin
				{ ALUFlags[1],temp_result } = SrcA + SrcB;
				if( SrcA[31] & SrcB[31] & ~temp_result[31] ) begin
					ALUFlags[0] = 1'b1;
				end else if( ~SrcA[31] & ~SrcB[31] & temp_result[31] ) begin
					ALUFlags[0] = 1'b1;
				end else begin
					ALUFlags[0] = 1'b0;
				end
				ALUFlags[2] = ~|temp_result;
				ALUFlags[3] = temp_result[31];
			end		
			4'b1100 :  
			begin
				ALUResult = SrcA | SrcB;
			    ALUFlags[3] = ALUResult[31];
				ALUFlags[2] = ~|ALUResult;
				ALUFlags[1] = SHIFTFlag;						
				ALUFlags[0] = 1'b0;
			end
			4'b1101 :  
			begin
				ALUResult = SrcB;
				ALUFlags[3] = ALUResult[31];
				ALUFlags[2] = ~|ALUResult;
				ALUFlags[1] = SHIFTFlag;
				ALUFlags[0] = 1'b0;
			end
			4'b1110 :  
			begin
				ALUResult = SrcA & ~SrcB;
			    ALUFlags[3] = ALUResult[31];
				ALUFlags[2] = ~|ALUResult;
				ALUFlags[1] = SHIFTFlag;						
				ALUFlags[0] = 1'b0;
			end
			4'b1111 :  
			begin
				ALUResult = ~SrcB;
			    ALUFlags[3] = ALUResult[31];
				ALUFlags[2] = ~|ALUResult;	
				ALUFlags[1] = SHIFTFlag;						
				ALUFlags[0] = 1'b0;
			end
			default :
            begin
				ALUResult = 32'd0;
                ALUFlags = 4'd0;
			end
		endcase
	end
endmodule 
==> design/flow/run.sh <==
#!/bin/bash
# OpenROAD 26Q1-2900-gdf79404cd8, Yosys 0.63+post, stock flow scripts
make -C /OpenROAD-flow-scripts/flow DESIGN_CONFIG=/design/flow/config.mk WORK_HOME=/design/flow/orfs finish
==> design/flow/config.mk <==
export PLATFORM = sky130hd
export DESIGN_NAME = alu
export DESIGN_NICKNAME = alu
export VERILOG_FILES = /design/flow/design.v
export SDC_FILE = /design/flow/constraint.sdc
export NUM_CORES = 4
export LEC_CHECK = 1
export CORE_UTILIZATION = 40
export SYNTH_HDL_FRONTEND = slang
==> design/flow/constraint.sdc <==
current_design alu

set clk_period 20.5
set clk_io_pct 0.2

create_clock -name clk0 -period $clk_period

set non_clock_inputs [all_inputs -no_clocks]
set_input_delay [expr $clk_period * $clk_io_pct] -clock clk0 $non_clock_inputs
set_output_delay [expr $clk_period * $clk_io_pct] -clock clk0 [all_outputs]
==> flow_summary.yaml <==
# synthesis and place-and-route metrics
setup_path:
  worst-path-stages: 17
  crit_path_cell_trace: "clkdlybuf4s50_1 > inv_1 > ha_1 > nor2_1 > o31ai_1 > a21oi_1 > xnor2_1 > nand4_1 > nor4_2 > nand2_1 > or3_1 > nor4_1 > a21oi_1 > nor2_1 > nand3_1 > o31ai_1 > clkdlybuf4s50_1"
  required_ns: 16.40
  crit_path_max_fanout: 17
  cp_endpoint_kind: "output pin"
  critical_path.top_delay_family: "simple AND/OR/NAND/NOR gates"
  critical_path_arrival_ns: 10.71
  path_buffers: 3
  timing.critical_path.from_type: "input port"
  critical_path.slowest_cell: "clkdlybuf4s50_1"
  critical_path_class: "in2out"
  critPathMaxStageDelay_ns: 0.71
synthesis:
  syn_avg_cell_area_um2: 6.51
  synth_stat.cells: 1978
  ys_top_logic_family: "simple AND/OR/NAND/NOR gates"
  ys_area_um2: 12900
  netlist_instances: 1978
  synth.yosys.seq_area_share_pct: 0
  synth_area_um2: 12900
  simple_gate_share_pct: 35.3
  ys_sh_aoi_pct: 33.1
  post_synth_num_cell_types: 103
  yosys_xor_share_pct: 10.3
  synth.mux.area_fraction_pct: 1.08
  synth.cellmix.adderShare_pct: 13.4
  ys.warnings.count: 0
floorplanning:
  fp-utilization_pct: 40.7
  die_area_um2: 32900
  design.core.area_um2: 31600
  io_pins: 106
  floorplan.die.width_um: 181
  chipHeight_um: 181
  rows: 65
clock_tree:
  cts.hold.buffers_added: 0
  cts.repair.resized: 0
  post-cts-setup-buffer-count: 0
layout:
  syn_to_final_growth_pct: 11.7
  finalCoreUtilization_pct: 45.5
  regArea_um2: 0
  clock_buffers: 0
  numSequentialCells: 0
  drive_above_1_share_pct: 6.43
final_timing:
  finalHoldWorstSlack_ns: 9.36
  maxClockFrequency_ghz: 0.0675
  setup-tns-final_ns: 0
  setup_repair_after_global_routing_missed_its_margin: "no"
  endpoints_failing_hold: 0
  final_max_slew_viol_count: 0
  fin_crit_sh_pct: 72.3
  setup_violations: 0
  worst-slew-pin-transition_ns: 1.03
  final.min_clock_period_ns: 14.81
  slew_headroom_pct: 30.7
grt:
  initial_antenna_violation_count: 2
  wire_length_of_the_first_global_routing_pass_mm: 101
  grt_util_all_layers_pct: 42.4
  grt-busiest-layer: "met1"
  gr-usage-met1_pct: 61.2
  largest_net_degree_at_the_start_of_global_routing: 44
  number_of_global_route_vias_before_repair: 15023
  grt_use_met3_pct: 12.7
  met2_global_route_usage_pct: 58.4
  overflow: 0
run_status:
  status: "completed"
flow_run:
  warnings: 128
  maxCapViolations: 0
drt:
  detailroute.via_count: 16729
  ant_nets: 0
  drc: 0
  wl_per_cell_um: 28.9
  detail_route.first_pass.iterations: 8
  antenna_cells: 0
  wl_mm: 70.4
  viasPerCell: 6.86
  drt-initial-drc-count: 2389
power_and_ir_drop:
  power_leakage_uw: 0.00517
  worst_ir_drop_vdd_uv: 19.7
  p_per_area_nw_per_um2: 38.9
placement:
  routabilityCongestion: 1.09
  place_hpwl_mm: 58.7
  port_buffers: 106
hold_path:
  timing.hold.worst.class: "in2out"
  min_path_cells: 6
-- worst min-delay path: stages --
cell	delay, ns
buf_2	0.10
buf_4	0.30
nand2_1	0.18
xnor2_1	0.12
o21ai_0	0.06
clkdlybuf4s50_1	0.39
-- layout make-up --
cell class                      instances  area [um^2]
Tap cell                              402          503
Multi-Input combinational cell       1766        12000
Timing Repair Buffer                  156         1430
Fill cell                            3329        17300
Inverter                              114          428
-- synth_stat cells, types with 15 or more instances --
master / instances / area, um^2
nand2_1: 178 / 668
nor2_1: 178 / 668
a21oi_1: 170 / 851
ha_1: 133 / 1660
o21ai_0: 111 / 556
xnor2_1: 108 / 946
inv_1: 105 / 394
nand3_1: 78 / 390
nand4_1: 75 / 469
nor4_1: 69 / 432
nor3_1: 63 / 315
clkbuf_1: 60 / 225
xor2_1: 40 / 350
o31ai_1: 36 / 270
a221oi_1: 33 / 289
o211ai_1: 30 / 225
nor2b_1: 28 / 175
and3_1: 24 / 150
or3_1: 23 / 144
a211oi_1: 22 / 165
and2_1: 21 / 131
o221ai_1: 19 / 166
a22oi_1: 18 / 135
a31oi_1: 18 / 113
o2111ai_1: 17 / 149
buf_2: 16 / 80.1
o21bai_1: 15 / 113
-- power by group --
| part | internal, uW | switching [uW] | total (uW) |
|---|---|---|---|
| registers | 0 | 0 | 0 |
| clock network | 0 | 0 | 0 |
| logic | 190 | 370 | 560 |
| total | 190 | 370 | 560 |
-- cell families (layout without fill, tap and decap cells) --
logic type               after synthesis  in the layout
AND-OR/OR-AND                        622            622
adder cells (fa/ha/maj)              136            136
buffers and inverters                212            270
multiplexers                          13             13
AND/OR/NAND/NOR                      845            845
XOR/XNOR                             150            150
-- per-stage QoR --
stage | worst slack [ns] | instances | cell area, um^2 | power, uW
3_3_place_gp | 5.93 | 2437 | 14400 | 535
6_report | 5.69 | 2438 | 14400 | 560
2_1_floorplan | 8.61 | 1978 | 12900 | 333
4_1_cts | 5.87 | 2438 | 14400 | 536
5_1_grt | 5.43 | 2438 | 14400 | 589
3_5_place_dp | 5.90 | 2438 | 14400 | 533
-- metal layers --
metal / vias to the layer above / share of wire [%]
met1: 7853 / 43
met5: - / 0.047
li1: 7631 / -
met4: 4 / 5.0
met2: 1095 / 39
met3: 146 / 13
-- worst paths after layout --
check | slack (ns) | startpoint | to
worst max-delay path | 5.69 | SrcB[2] | ALUFlags[2]
worst min-delay path | 9.36 | ALUControl[2] | ALUResult[16]
-- layout by cell type (no fill, tap or decap), types with 30 or more instances in the layout --
master and instances:
clkdlybuf4s50_1 105, o21ai_0 111, nand4_1 75, nor2_1 176, inv_1 105, nor4_1 68, nand2_1 178, a21oi_1 170
nand3_1 78, xor2_1 40, o211ai_1 30, nor3_1 62, ha_1 133, o31ai_1 36, a221oi_1 33, xnor2_1 108
buf_4 49
No activity file was given, so power comes from the tool's default toggle rates.
