`design.v`:
```
module extend( input logic  [23:0] Instr,
		       input logic  [1:0]  ImmSrc,
			   output logic [31:0] ExtImm );
    logic [4:0] rot;
	assign rot = Instr[11:8] << 1;
	always_comb
		case(ImmSrc)
			2'b00:   if(rot == 5'b00000) ExtImm = {24'b0, Instr[7:0]};
					 else ExtImm = Instr[7:0] >> rot | Instr[7:0] << (~rot + 5'b00001);
			2'b01:   ExtImm = {20'b0, Instr[11:0]};
			2'b10:   ExtImm = {{6{Instr[23]}}, Instr[23:0], 2'b00};
			default: ExtImm = 32'bx;  
		endcase
endmodule
```
`run.sh`:
```
#!/bin/bash
# OpenROAD 26Q1-2900-gdf79404cd8, Yosys 0.63+post, stock flow scripts
make -C /OpenROAD-flow-scripts/flow DESIGN_CONFIG=/design/flow/config.mk WORK_HOME=/design/flow/orfs finish
```
`config.mk`:
```
export PLATFORM = sky130hd
export DESIGN_NAME = extend
export DESIGN_NICKNAME = extend
export VERILOG_FILES = /design/flow/design.v
export SDC_FILE = /design/flow/constraint.sdc
export NUM_CORES = 4
export LEC_CHECK = 1
export CORE_AREA = 10 10 81 81
export DIE_AREA = 0 0 91 91
```
`constraint.sdc`:
```
current_design extend

set clk_period 2.7
set clk_io_pct 0.2

create_clock -name clk0 -period $clk_period

set non_clock_inputs [all_inputs -no_clocks]
set_input_delay [expr $clk_period * $clk_io_pct] -clock clk0 $non_clock_inputs
set_output_delay [expr $clk_period * $clk_io_pct] -clock clk0 [all_outputs]
```
==> flow_summary.json <==
{
  "power-per-cell-area_nw_per_um2": 191.1,
  "synth_area_per_cell_um2": 6.230,
  "dp_hpwl_um": 4685,
  "die_x_um": 91,
  "drv_slew": 0,
  "num_io_pins": 58,
  "maxCapViolCount": 0,
  "ys_chip_area_um2": 1209,
  "grt.overflow.total": 0,
  "grt_pass1_wl_um": 10070,
  "layout_top_cells": "65 x buf_4, 27 x nand2_1, 24 x dlygate4sd2_1, 13 x clkdlybuf4s50_1, 13 x buf_6",
  "yosys.area.top_type": "o21ai_0",
  "worstPathRequired_ns": 2.16,
  "cpPeakStageDelay_ns": 0.34,
  "fmax_mhz": 366.2,
  "layout_top_cell": "buf_4",
  "grt_antenna_before_repair": 0,
  "core-area_um2": 4817,
  "cp_max_fo": 4,
  "design_area_um2": 2644,
  "worstHoldPathType": "in -> out",
  "postSynthSeqShare_pct": 0,
  "area_delta_synth_final_pct": 118.7,
  "die_y_um": 91,
  "postRouteAntennaNets": 0,
  "dp_slack_ns": -0.8350,
  "netlist_instances": 194,
  "cp.arrival_ns": 2.19,
  "via_per_inst": 5.241,
  "post-route-drc-count": 0,
  "n_sequential_cell": 0,
  "wl_um": 6203,
  "post-route-util_pct": 54.88,
  "area_leaders": "o21ai_0 9.5%, nand2_1 8.7%, a22oi_1 6.8%",
  "antenna_cells": 0,
  "warning_count": 35,
  "rows": 25,
  "grt_pass1_vias": 1972,
  "crit_chain": "buf_8, inv_4, ha_4, or3b_1, mux2_4, or2_4, buf_6, o221ai_2, buf_2",
  "startpoint_type": "primary input",
  "critPathKind": "in -> out",
  "period_needed_ns": 2.731,
  "final_hold_viol_count": 0,
  "setup-violations-final": 1,
  "worst_ir_drop_vdd_v": 0.00009918,
  "port_buffers": 58,
  "slew_headroom_pct": 71.66,
  "top_area_share_pct": 9.524,
  "drt_pre_antenna_iters": 4,
  "flop_area_um2": 0,
  "failed_checks": "setup timing",
  "syn_area_um2": 1209,
  "dpl_cell_area_um2": 2297,
  "power_leakage_uw": 0.001209,
  "vias": 1997,
  "finalCritPeriodShare_pct": 101.1,
  "gp_congestion": 0.9387,
  "whs_ns": 1.601,
  "worst_pin_slew_ns": 0.4223,
  "dr.first_iter.drc_count": 142,
  "ys_types": 51,
  "layout_setup_ws_ns": -0.03101,
  "critPathCaptureType": "output port",
  "clock_buffers": 0,
  "status": "complete, but fails checks",
  "grt_start_max_net_pins": 21,
  "synth_warnings": 1,
  "rsz0062_at_grt": "true",
  "dieArea_um2": 8281,
  "grt_use_total_pct": 14.13,
  "power_uw": 505.3,
  "crit_path_top_delay_cell": "or3b_1",
  "drive_above_1_share_pct": 46.50,
  "initial_utilization_pct": 25.09,
  "wl_per_cell_um": 16.28,
  "ys_cells": 194
}
==> where the power goes <==
part	switching, µW	internal [µW]
Clock	0	0
Sequential	0	0
Combinational	223	282
==> worst max-delay path, delay by kind of cell <==
family | cells | cell delay (ns)
AOI/OAI and AO/OA | 1 | 0.14
adders and majority gates | 1 | 0.27
buffers and inverters | 4 | 0.36
muxes | 1 | 0.29
and+or+nand+nor | 2 | 0.60
==> routing by layer <==
| layer | GRT usage [%] | up-vias | share of wire [%] |
|---|---|---|---|
| li1 | - | 982 | - |
| met1 | 19.22 | 948 | 45 |
| met2 | 24.70 | 63 | 49 |
| met3 | 1.079 | 4 | 4.6 |
| met4 | 1.175 | 0 | 0.74 |
| met5 | 0 | - | 0 |
==> cell families (layout without fill, tap and decap cells) <==
family / count (synthesis) / after routing / share of synthesized area, %
AND/OR/NAND/NOR: 76 / 76 / 30.85
adder cells (fa/ha/maj): 3 / 3 / 3.106
multiplexers: 11 / 11 / 9.834
XOR/XNOR: 2 / 2 / 1.450
buffers and inverters: 23 / 143 / 8.281
AND-OR/OR-AND: 79 / 79 / 46.48
==> final timing paths <==
check	cells past startpoint	startpoint	endpoint	slack (ns)
max	9	ImmSrc[0]	ExtImm[21]	-0.03
min	5	Instr[9]	ExtImm[9]	1.60
==> cells in the mapped netlist (3+ instances only) <==
master     count
a21oi_1        5
mux2_2         3
o311ai_0       3
clkbuf_1       6
o31ai_1        3
mux2i_1        7
nand3_1        6
ha_1           3
a2bb2oi_1      3
a22oi_1       11
a221o_1        4
buf_1          3
nor2_1        13
inv_1          5
nand2_1       28
o21ai_0       23
o21ai_1        3
nor2b_1        5
nor3_1         5
nand2b_1       6
buf_2          7
==> stage by stage <==
stage	setup TNS (ns)	std cells
5_1_grt	-0.2523	381
6_report	-0.03101	381
3_3_place_gp	-21.43	363
4_1_cts	-0.03029	379
3_5_place_dp	-21.33	363
2_1_floorplan	0	194
==> what timing repair did <==
item / 4_1_cts / 5_1_grt
buffers inserted: 15 / 2
gates cloned: 1 / 0
resized: 140 / 26
setup endpoints to repair: 32 / 20
pin swaps: 23 / 10
hold buffers: 0 / 0
==> area by class of cell <==
type                            instances  area [µm²]
Fill cell                             433        2173
Multi-Input combinational cell        171        1338
Timing Repair Buffer                  138        1199
Tap cell                               67       83.83
Inverter                                5       23.77
Power is estimated from default activity; no workload was simulated.
