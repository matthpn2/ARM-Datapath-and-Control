[flow/config.mk]
export PLATFORM = sky130hd
export DESIGN_NAME = shift
export DESIGN_NICKNAME = shift
export VERILOG_FILES = /design/flow/design.v
export SDC_FILE = /design/flow/constraint.sdc
export NUM_CORES = 4
export LEC_CHECK = 1
export CORE_UTILIZATION = 30
[flow/constraint.sdc]
current_design shift

set clk_period 19.6
set clk_io_pct 0.2

create_clock -name clk0 -period $clk_period

set non_clock_inputs [all_inputs -no_clocks]
set_input_delay [expr $clk_period * $clk_io_pct] -clock clk0 $non_clock_inputs
set_output_delay [expr $clk_period * $clk_io_pct] -clock clk0 [all_outputs]
[flow/design.v]
module shift( input  logic [31:0] rd2,				 
			  input  logic [4:0]  SHIFTControl,	     
			  input  logic [11:4] Instr,			 
			  input  logic [7:0]  RD3,			     
			  input  logic 		  carry_in,			 
			  output logic [31:0] SHIFTResult,		 
			  output logic        SHIFTFlag );		 
	always_comb
	begin
		SHIFTResult = 32'd0;
		SHIFTFlag =  1'b0;
		if( SHIFTControl[3:0] != 4'b1101 ) begin							 
			SHIFTResult = rd2;
			SHIFTFlag = 1'b0;
		end else begin
			if( SHIFTControl[4] == 1'b1 || Instr[11:4] == 8'd0 ) begin		 
				SHIFTResult = rd2;
				SHIFTFlag = 1'b0;
			end else if( SHIFTControl[4] == 1'b0 ) begin
				if( Instr[6:5] == 2'b00 && Instr[11:4] != 8'd0 ) begin		 
					if( Instr[4] == 1'b0 ) begin		 
						if( Instr[11:7] == 5'd0 ) begin
							SHIFTFlag = carry_in;
							SHIFTResult = rd2;
						end else begin
							SHIFTFlag = rd2[32 - Instr[11:7]];
							SHIFTResult = rd2 << Instr[11:7];
						end
					end else begin						 
						if( RD3[7:0] == 8'd0 ) begin
							SHIFTFlag = carry_in;
							SHIFTResult = rd2;
						end else if( RD3[7:0] < 6'b100001 ) begin
							SHIFTFlag = rd2[32 - RD3[7:0]];
							SHIFTResult = rd2 << RD3[7:0];
						end else if( RD3[7:0] == 5'b10000 ) begin
							SHIFTFlag = rd2[0];
							SHIFTResult = 32'd0;
						end else begin
							SHIFTFlag = 1'b0;
							SHIFTResult = 32'd0;
						end
					end			
                end else if( Instr[6:5] == 2'b01 ) begin					 
					if( Instr[4] == 1'b0 ) begin		 
						if( Instr[11:7] == 5'd0 ) begin
							SHIFTFlag = rd2[31];
							SHIFTResult = 32'd0;
						end else begin					
							SHIFTFlag = rd2[Instr[11:7] - 1]; 
							SHIFTResult = rd2 >> Instr[11:7];
						end
					end else begin						 
						if( RD3[7:0] == 8'd0 ) begin
							SHIFTFlag = carry_in;
							SHIFTResult = rd2;
						end else if( RD3[7:0] < 6'b100001 ) begin
							SHIFTFlag = rd2[RD3[7:0] - 1];
							SHIFTResult	 = rd2 >> RD3[7:0];
						end else if( RD3[7:0] == 5'b10000 ) begin
							SHIFTFlag = rd2[31];
							SHIFTResult = 32'd0;
						end else begin
							SHIFTFlag = 1'b0;
							SHIFTResult = 32'd0;
						end
					end
				end else if (Instr[6:5] == 2'b10 ) begin					 
					if( Instr[4] == 1'b0 ) begin			 
						if( Instr[11:7] == 5'd0 ) begin
							if( rd2[31] == 1'b0 ) begin
								SHIFTFlag = rd2[31];
								SHIFTResult = 32'd0;
							end else begin
								SHIFTFlag = rd2[31];
								SHIFTResult = 32'd1;
							end
						end else begin
							SHIFTFlag = rd2[Instr[11:7] - 1];
							SHIFTResult = rd2 >>> Instr[11:7];
						end									
					end else begin							 
						if( RD3[7:0] == 8'd0 ) begin
							SHIFTFlag = carry_in;
							SHIFTResult = rd2;
						end else if( RD3[7:0] < 6'b100001 ) begin
							SHIFTFlag = rd2[RD3[7:0] - 1];
							SHIFTResult = rd2 >>> RD3[7:0];
						end else begin
							if( rd2[31] == 1'b0 ) begin
								SHIFTFlag = rd2[31];
								SHIFTResult = 32'd0;
							end else begin
								SHIFTFlag = rd2[31];
								SHIFTResult = 32'd1;
							end
						end
					end 
				end else if( Instr[6:5] == 2'b11 ) begin
					if( Instr[11:7] == 5'd0 && Instr[4] == 1'b0 ) begin 			  
						SHIFTFlag = rd2[0];
						SHIFTResult = ( carry_in << 31 ) | ( rd2 >> 1 );
					end else if( Instr[11:7] != 5'd0 ) begin			 			  
						if( Instr[4] == 1'b0 ) begin			 
							SHIFTFlag = rd2[Instr[11:7] - 1];
							SHIFTResult = ( (rd2 >> Instr[11:7]) & ~(-1 << (32-Instr[11:7]))) | ( rd2 << (32-Instr[11:7]));
						end else begin							 
							if( RD3[7:0] == 8'd0 ) begin
								SHIFTFlag = carry_in;
								SHIFTResult = rd2;
							end else if( RD3[4:0] == 5'd0 ) begin
								SHIFTFlag = rd2[31];
								SHIFTResult = rd2;
							end else begin
								SHIFTFlag = rd2[RD3[4:0] - 1];
								SHIFTResult = ( (rd2 >> RD3[4:0]) & ~(-1 << (32-RD3[4:0]))) | ( rd2 << (32-RD3[4:0]));
							end
						end
					end
				end				
            end
        end
    end
endmodule
[flow/run.sh]
#!/bin/bash
# OpenROAD 26Q1-2900-gdf79404cd8, Yosys 0.63+post, stock flow scripts
make -C /OpenROAD-flow-scripts/flow DESIGN_CONFIG=/design/flow/config.mk WORK_HOME=/design/flow/orfs finish
==> GITHUB_STEP_SUMMARY <==
## PnR job results

| Metric | Value |
|---|---|
| Cell count after synthesis | 2087 |
| Total Routing Usage GR | 0.4838 |
| Yosys cell types | between 90 and 100 |
| Register area | 0 um^2 |
| Post-CTS Setup Repair Bufs | 0 |
| Cell internal pwr | 205.6 uW |
| Log Warnings | 32 |
| Post-DR vias/cell | 7.440 |
| FP Core Util | 0.3041 |
| Rel. slew slack | 0.07086 |
| Stages on worst setup path | 14 |
| Buf+Inv Stages, Crit Path | 3 |
| CP Capture Type | output port |
| RSZ-0062 raised after global routing | no |
| Chip area | ~48000 um^2 |
| Synthesis area per yosys | 14130 um^2 |
| Largest cells by area | mux4_2 (14%), mux2i_1 (13%), nand2_1 (7.8%), o21ai_0 (6.1%), a21oi_1 (5.0%) |
| Vias in the first global route | about 18000 |
| Routed WL | 114.8 mm |
| CP Cell Sequence | buf_4 -> clkinv_1 -> ha_1 -> nor3b_1 -> ha_1 -> mux2i_1 -> o221a_2 -> o21ai_2 -> o21ai_0 -> o22ai_1 -> nor2_1 -> a311oi_1 -> o21ai_0 -> clkdlybuf4s50_1 |
| Busiest grt layer | met2 |
| Layout clock buffers | 0 |
| Residual DRC | 0 |
| Req. time, crit path | 15.68 ns |
| Antenna violations before repair | 8 |
| CTS resizes | 0 |
| Worst Path Arrival | roughly 9.9 ns |
| Wire per inst | around 43 um |
| Critical Path Slowest Stage Cell | o221a_2 |
| Yosys top cell area share | 0.1355 |
| Status | complete, no violations |
| Post-CTS Hold Buffers | 0 |
| Net Sw Frac | 0.6881 |
| Synth warn | 1 |
| Fin crit period | 13.78 ns |
| Max_cap viols | 0 |
| Row count | between 70 and 80 |
| Met1 Usage GRT | 0.6277 |
| Switch Pwr | 453.6 uW |
| Family with the most delay on the worst path | AND-OR/OR-AND gates |
| Worst setup SP type | input port |
| Crit path to | SHIFTResult[5] |
| Most frequent cells in the layout | nand2_1 (295), mux2i_1 (181), o21ai_0 (171) |
| RePlAce Congestion | 1.074 |
| First-pass GRT wire length | 155.4 mm |
| Power per cell area | 42.04 nW/um^2 |
| Hold path depth | 4 |
| GR Util met3 | 0.2393 |
| Pre-antenna DRT Iters | 6 |
| Initial DRC Count | 3061 |
| Fin Hold WS | 9.057 ns |
| ANT nets after route | 0 |
| Crit share post-route | 0.7031 |
| Largest net degree at the start of global routing | 58 |
| Worst Tran Pin Value | roughly 1.4 ns |
| Layout Utilization | 0.3375 |
| Final hold violations | 0 |
| Fin. max-slew vios | 0 |
| Netlist Area Pre-Place | 14130 um^2 |
| Cells in synth_stat.txt | 2087 |
| Leakage | between 0.005 and 0.006 uW |
| I/O Pins | 87 |
| Worst-path maximum fanout | 37 |
| Die height | 219.0 um |
| Die X | 219.0 um |
| Area leader, netlist | mux4_2 |
| Seq_cells | 0 |
| Crit path kind | in -> out |
| Placement Cell Area | 15660 um^2 |
| PortBufs | 87 |
| Crit-path max cell delay | 0.79 ns |
| Core area | 46460 um^2 |
| Via count | between 15000 and 20000 |
| Final Setup Violations | 0 |
| Peak Freq | 72.56 MHz |
| DP HPWL | 82.54 mm |
| Worst VDD drop | 0.03446 mV |
| Cell area after layout | 15680 um^2 |
| Setup tns final | 0 ns |
| HP Class | in -> out |
| Post-synth seq share | 0 |
| Layout area overhead | 10.99% |
| Met2 Track Usage GR | 0.6716 |
| Grt ovf | 0 |
| Most frequent logic cell in the layout | nand2_1 |
| CP startpoint | RD3[0] |
| Avg Cell Area, Syn | roughly 6.8 um^2 |
| Share of layout cells above drive strength 1 | 0.1541 |
stage by stage:
stage          instances  power, uW  setup WS [ns]
4_1_cts             2658      619.7          6.007
5_1_grt             2658      668.7          5.663
2_1_floorplan       2087      356.9          8.511
3_3_place_gp        2658      623.1          6.067
6_report            2665      659.2          5.819
3_5_place_dp        2658      617.7          6.007
cell usage after synthesis (all sizes together) (26+ instances only):
cell type,number
o21ai,185
o211ai,36
nand3,74
nor3,28
mux2,40
buf,109
clkbuf,158
a22oi,32
a211oi,38
a21oi,142
mux4,87
mux2i,186
nand2,295
o22ai,63
nor2,172
a221oi,26
a31oi,47
cell type report:
class	count	area (um^2)
Tap cell	607	759.5
Timing Repair Buffer	231	1944
Fill cell	5063	30780
Inverter	17	63.81
Multi-Input combinational cell	1803	12900
Antenna cell	7	17.52
per-layer routing:
layer / part of all wire / wire length [um]
met1: 0.39 / 44540
met2: 0.40 / 45700
met3: 0.15 / 17410
met4: 0.060 / 6865
met5: 0.0022 / 255
kinds of logic (layout without fill, tap and decap cells):
logic type / count (synthesis) / after routing / synth area share
adder cells (fa/ha/maj): 4 / 4 / 0.003542
buffers and inverters: 284 / 248 / 0.09192
multiplexers: 313 / 313 / 0.3054
other: 0 / 7 / 0
AND-OR/OR-AND: 780 / 780 / 0.3703
AND/OR/NAND/NOR: 696 / 696 / 0.2216
XOR/XNOR: 10 / 10 / 0.007263
how the worst min path moves through the flow:
| stage | from | endpoint | slack [ns] |
|---|---|---|---|
| after CTS | carry_in | SHIFTFlag | 9.06 |
| after global routing | rd2[9] | SHIFTResult[9] | 9.15 |
| final | carry_in | SHIFTFlag | 9.06 |
power groups by stage:
stage                 clock, uW  combinational, uW  sequential, uW
after CTS                     0                620               0
after global routing          0                669               0
No activity file was given, so power comes from the tool's default toggle rates.
